## design/flow/config.mk

```make
export PLATFORM = sky130hd
export DESIGN_NAME = i2c_bypass
export DESIGN_NICKNAME = i2c_bypass
export VERILOG_FILES = /design/flow/design.v
export SDC_FILE = /design/flow/constraint.sdc
export NUM_CORES = 4
export LEC_CHECK = 1
export CORE_UTILIZATION = 30
```

## design/flow/constraint.sdc

```tcl
current_design i2c_bypass

set clk_period 3.4
set clk_io_pct 0.2

create_clock -name clk0 -period $clk_period [get_ports {clk}]

set non_clock_inputs [all_inputs -no_clocks]
set_input_delay [expr $clk_period * $clk_io_pct] -clock clk0 $non_clock_inputs
set_output_delay [expr $clk_period * $clk_io_pct] -clock clk0 [all_outputs]
```

## design/flow/design.v

```verilog
module i2c_bypass(
    input reset_n,
    input clk,
	inout scl1,
	inout sda1,
	inout scl2,
	inout sda2
);
wire    clk;
wire	scl1;
wire	sda1;
wire	scl2;
wire	sda2;
reg SDA_T1;
reg SDA_T2;
reg [10:0]   sda_delay_cnt;
reg [2:0]    ST_SDA_STATE;
parameter    ST_SDA_IDLE =3'b001;
parameter    ST_SDA_12   =3'b010;
parameter    ST_SDA_21   =3'b100;
parameter    ST_SDA_DELAY   =3'b000;
reg SDA_O1;
reg SDA_O2;
assign sda1 = (SDA_T1)? SDA_O1:1'bz;
assign sda2 = (SDA_T2)? SDA_O2:1'bz;
always @(posedge clk or negedge reset_n)
begin
    if (reset_n == 1'b0) 
    begin
        SDA_T1 <= 1'b0;
        SDA_T2 <= 1'b0;
        SDA_O1 <= 1'b1;
        SDA_O2 <= 1'b1;
        ST_SDA_STATE <= ST_SDA_IDLE;
        sda_delay_cnt <= 11'b0;
    end
    else
    begin
        case(ST_SDA_STATE)
        ST_SDA_IDLE:  
        begin
            SDA_T1 <= 1'b0;  
            SDA_T2 <= 1'b0;
            if (sda1 == 1'b0)
            begin
                SDA_T1 <= 1'b0;
                SDA_T2 <= 1'b1;  
                SDA_O1 <= 1'b1;
                SDA_O2 <= 1'b0;
                ST_SDA_STATE <= ST_SDA_12;
            end
            else if (sda2 == 1'b0)
            begin
                SDA_T1 <= 1'b1;  
                SDA_T2 <= 1'b0;
                SDA_O1 <= 1'b0;
                SDA_O2 <= 1'b1;
                ST_SDA_STATE <= ST_SDA_21;
            end
            else
            begin
                SDA_O1 <= 1'b1;
                SDA_O2 <= 1'b1;
                ST_SDA_STATE <= ST_SDA_IDLE;
            end
        end
        ST_SDA_12:   
        begin
            if (sda1 == 1'b1)
            begin
                SDA_T1 <= 1'b0;
                SDA_T2 <= 1'b1;
                SDA_O1 <= 1'b1;
                SDA_O2 <= 1'b1;
                ST_SDA_STATE <= ST_SDA_DELAY;
            end
            else
            begin
				SDA_T1 <= 1'b0;
                SDA_T2 <= 1'b1;  
                SDA_O1 <= 1'b1;
                SDA_O2 <= 1'b0;
                ST_SDA_STATE <= ST_SDA_12;
            end
        end
        ST_SDA_21:   
        begin
            if (sda2 == 1'b1)
            begin
                SDA_T1 <= 1'b1;
                SDA_T2 <= 1'b0;
                SDA_O1 <= 1'b1;
                SDA_O2 <= 1'b1;
                ST_SDA_STATE <= ST_SDA_DELAY;
            end
            else
            begin
				SDA_T1 <= 1'b1;  
                SDA_T2 <= 1'b0;
                SDA_O1 <= 1'b0;
                SDA_O2 <= 1'b1;
                ST_SDA_STATE <= ST_SDA_21;
            end
        end
        ST_SDA_DELAY:
        begin
            if(sda_delay_cnt<2)
            begin
                sda_delay_cnt <= sda_delay_cnt + 1'b1;
                ST_SDA_STATE <= ST_SDA_DELAY;
            end
            else
            begin
                sda_delay_cnt <= 11'b0;
                ST_SDA_STATE <= ST_SDA_IDLE;
            end
        end
        default:
        begin
            SDA_T1 <= 1'b0;
            SDA_T2 <= 1'b0;
            sda_delay_cnt <= 11'b0;
            ST_SDA_STATE    <= ST_SDA_IDLE;
        end
        endcase
    end
end
reg SCL_T1;
reg SCL_T2;
reg [10:0]   scl_delay_cnt;
reg [2:0]    ST_SCL_STATE;
parameter    ST_SCL_IDLE =3'b001;
parameter    ST_SCL_12   =3'b010;
parameter    ST_SCL_21   =3'b100;
parameter    ST_SCL_DELAY   =3'b000;
reg SCL_O1;
reg SCL_O2;
assign scl1 = (SCL_T1)? SCL_O1:1'bz;
assign scl2 = (SCL_T2)? SCL_O2:1'bz;
always @(posedge clk or negedge reset_n)
begin
    if (reset_n == 1'b0) 
    begin
        SCL_T1 <= 1'b0;
        SCL_T2 <= 1'b0;
        SCL_O1 <= 1'b1;
        SCL_O2 <= 1'b1;
        ST_SCL_STATE <= ST_SCL_IDLE;
        scl_delay_cnt <= 11'b0;
    end
    else
    begin
        case(ST_SCL_STATE)
        ST_SCL_IDLE:  
        begin
            SCL_T1 <= 1'b0;  
            SCL_T2 <= 1'b0;
            if (scl1 == 1'b0)
            begin
                SCL_T1 <= 1'b0;
                SCL_T2 <= 1'b1;  
                SCL_O1 <= 1'b1;
                SCL_O2 <= 1'b0;
                ST_SCL_STATE <= ST_SCL_12;
            end
            else if (scl2 == 1'b0)
            begin
                SCL_T1 <= 1'b1;  
                SCL_T2 <= 1'b0;
                SCL_O1 <= 1'b0;
                SCL_O2 <= 1'b1;
                ST_SCL_STATE <= ST_SCL_21;
            end
            else
            begin
                SCL_O1 <= 1'b1;
                SCL_O2 <= 1'b1;
                ST_SCL_STATE <= ST_SCL_IDLE;
            end
        end
        ST_SCL_12:   
        begin
            if (scl1 == 1'b1)
            begin
                SCL_T1 <= 1'b0;
                SCL_T2 <= 1'b1;
                SCL_O1 <= 1'b1;
                SCL_O2 <= 1'b1;
                ST_SCL_STATE <= ST_SCL_DELAY;
            end
            else
            begin
				SCL_T1 <= 1'b0;
                SCL_T2 <= 1'b1;  
                SCL_O1 <= 1'b1;
                SCL_O2 <= 1'b0;
                ST_SCL_STATE <= ST_SCL_12;
            end
        end
        ST_SCL_21:   
        begin
            if (scl2 == 1'b1)
            begin
                SCL_T1 <= 1'b1;
                SCL_T2 <= 1'b0;
                SCL_O1 <= 1'b1;
                SCL_O2 <= 1'b1;
                ST_SCL_STATE <= ST_SCL_DELAY;
            end
            else
            begin
				SCL_T1 <= 1'b1;  
                SCL_T2 <= 1'b0;
                SCL_O1 <= 1'b0;
                SCL_O2 <= 1'b1;
                ST_SCL_STATE <= ST_SCL_21;
            end
        end
        ST_SCL_DELAY:
        begin
            if(scl_delay_cnt<2)
            begin
                scl_delay_cnt <= scl_delay_cnt + 1'b1;
                ST_SCL_STATE <= ST_SCL_DELAY;
            end
            else
            begin
                scl_delay_cnt <= 11'b0;
                ST_SCL_STATE <= ST_SCL_IDLE;
            end
        end
        default:
        begin
            SCL_T1 <= 1'b0;  
            SCL_T2 <= 1'b0;
            scl_delay_cnt <= 11'b0;
            ST_SCL_STATE    <= ST_SCL_IDLE;
        end
        endcase
    end
end
endmodule
```

## design/flow/run.sh

```bash
#!/bin/bash
# OpenROAD 26Q1-2900-gdf79404cd8, Yosys 0.63+post, stock flow scripts
make -C /OpenROAD-flow-scripts/flow DESIGN_CONFIG=/design/flow/config.mk WORK_HOME=/design/flow/orfs finish
```

==> Changelog: implementation <==
## Flow update

* Outcome: aborted with a tool error
* Stopped at: clock tree synthesis (4_1_cts)
* Error msg: [error] [KeplerFormal.cpp:679] Workflow failed: Iso has multiple drivers: .scl20, scl2$_DFFE_PN1P_.Q0
* Seq/Total Area, Yosys at between 50% and 60%
* I/O Pins at 6
* FP Rows at 25
* Cells after Synth at ~150
* Yosys cell types at 34
* Setup bufs post-CTS at 0
* Synth area leader: dfrtp_1
* YS chip area at between 1500 and 2000 um^2
* FP Util at between 30% and 40%
* TritonCTS Sinks at 34
* Placed cell areas at 1590 um^2
* Chip width at ~73 um
* Clock root buffer master: clkbuf_8
* Hold bufs inserted after CTS at 0
* Yosys stat cell total at between 100 and 150
* Flip-flops with a built-in enable at 0
* Max clock buf depth at 2
* Cell area leaders: dfrtp_1, dfstp_2, nor2_1, nand2_1, nor3_1
* Mean post-synth cell area at ~10 um^2
* Top cells by count: dfrtp_1, nor2_1, nand2_1
* Synth Cell Area at 1510 um^2
* IO buf count at 1
* Dpl cells at between 200 and 250
* Dominant flop cell: dfrtp_1
* Final HPWL from detailed placement at approximately 1.7 mm
* Asr flop ratio synth at 100%
* Synth flops at 34
* TritonCTS buffer count at 5
* GP Congestion at around 0.83
* Yosys warning count at 5
* Top-count cell post-synth: dfrtp_1
* H-tree levels at 2
* Post-CTS sizing at 0
* Die height at between 70 and 80 um
* Top-area cell share at between 40% and 50%
-- cells by family after synthesis --
logic type               count (synthesis)  synth area share, %
AND-OR/OR-AND                           20                 9.19
XOR/XNOR                                 8                 4.64
adder cells (fa/ha/maj)                  2                 1.66
buffers and inverters                    5                 1.82
flip-flops                              34                 56.8
AND/OR/NAND/NOR                         79                 25.9
-- through the flow --
step | util, % | power (mW) | hold WS [ns] | setup slack, ns
2_1_floorplan | - | 0.710 | 0.384 | 1.82
3_3_place_gp | 33.3 | 0.759 | 0.480 | 1.72
3_5_place_dp | 33.3 | 0.761 | 0.488 | 1.72
Power is estimated from default activity; no workload was simulated.
